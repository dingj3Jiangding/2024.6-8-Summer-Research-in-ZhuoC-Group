==> ./design.v <==
`timescale 1ns / 1ps
module CSA3_2_Array #
(
    parameter   WIDTH  = 24
)
(
    input wire[WIDTH - 1 : 0] IN_1,
    input wire[WIDTH - 1 : 0] IN_2,
    input wire[WIDTH - 1 : 0] IN_3,
    output wire[WIDTH - 1 : 0] S,
    output wire[WIDTH - 1 : 0] C
);
    wire[WIDTH - 1 : 0] temp1 = IN_1 ^ IN_2;
    wire[WIDTH - 1 : 0] temp2 = ~ IN_1 ^ IN_2;
    genvar i;
    for (i = 0; i < WIDTH ; i = i + 1) 
    begin: CS_assign
        assign C[i] = temp1[i] ? IN_3[i] : IN_1[i];
        assign S[i] = IN_3[i] ? temp2[i] : temp1[i];
    end
endmodule   
==> ./run.sh <==
#!/bin/bash
# OpenROAD 26Q1-2900-gdf79404cd8, Yosys 0.63+post, stock flow scripts
make -C /OpenROAD-flow-scripts/flow DESIGN_CONFIG=/design/flow/config.mk WORK_HOME=/design/flow/orfs finish
==> ./config.mk <==
export PLATFORM = sky130hd
export DESIGN_NAME = CSA3_2_Array
export DESIGN_NICKNAME = CSA3_2_Array
export VERILOG_FILES = /design/flow/design.v
export SDC_FILE = /design/flow/constraint.sdc
export NUM_CORES = 4
export LEC_CHECK = 1
export CORE_AREA = 10 10 88 88
export DIE_AREA = 0 0 98 98
==> ./constraint.sdc <==
current_design CSA3_2_Array

set clk_period 1.0
set clk_io_pct 0.2

create_clock -name clk0 -period $clk_period

set non_clock_inputs [all_inputs -no_clocks]
set_input_delay [expr $clk_period * $clk_io_pct] -clock clk0 $non_clock_inputs
set_output_delay [expr $clk_period * $clk_io_pct] -clock clk0 [all_outputs]
==> impl_metrics.csv <==
group,metric,value,unit
placed_design,pre_cts_slack,-0.7501,ns
detailed_routing,routed_via_density,3.709,
layout,drive_above_1_share,0.8462,
yosys,yosys_warnings,0,
placed_design,portBuffers,120,
worst_setup_path,setup.worst_path.class,"input port to primary output",
worst_setup_path,cp_max_fo,2,
sta,setup_violations,0,
detailed_routing,drc_marker_count_from_the_first_detailed_route_iteration,11,
placed_design,place_congestion,0.7576,
yosys,synth_compound_gate_area_share,0,
sta,worst-slew-pin-transition,0.08087,ns
global_routing,grt_antenna_before_repair,0,
global_routing,via_count_of_the_first_global_routing_pass,923,
global_routing,grt_use_total,0.06784,
sta,highest_achievable_clock_rate,1.008,GHz
layout,fin_area,1782,µm²
layout,sequential_cell_area,0,µm²
detailed_routing,drc,0,
yosys,seq_area_frac_synth,0,
yosys,fa_ha_area_frac,0.2963,
worst_setup_path,critical_path.cell_chain,"buf_6, xor3_1, buf_2",
power,cell_internal_power,0.0006315,W
worst_setup_path,timing.critical_path.buf_inv,2,
floorplanning,coreArea,5921,µm²
detailed_routing,drt_first_pass_iters,2,
detailed_routing,routedWlPerCell,14.53,µm
worst_setup_path,worstSetupStartpointType,"input port",
yosys,yosysUniqueCellTypes,2,
worst_setup_path,cpLargestDelayFamily,"XOR/XNOR gates",
power,seqPwrFrac,0,
power,share_of_total_power_in_the_clock_network,0,
yosys,yosys.area.top_type_share,0.7037,
yosys,syn_inst,48,
flow_run,max-cap-violations,0,
layout,fill_cells,621,
flow_run,stage_log_warnings,34,
layout,layout_overhead_on_the_synthesized_area,119.8,%
yosys,yosys-stat-area,810.8,µm²
sta,hold_viol,0,
sta,slew_violations,0,
placed_design,placed_area,2113,µm²
detailed_routing,remaining_number_of_nets_flagged_by_the_antenna_check_after_routing,0,
power,max-vdd-ir-drop,128.2,µV
clocking,cts_hold_buffers,0,
layout,nClkBuffers,0,
sta,totalNegativeSetupSlack,0,ns
worst_hold_path,worstHoldPathType,"input port to primary output",
detailed_routing,routed-via-count,905,
worst_setup_path,worst_path_max_delay_cell,"sky130_fd_sc_hd__xor3_1",
yosys,topCombFamilyByArea,"XOR/XNOR gates",
floorplanning,floorplan.io_pins,120,
worst_setup_path,cp.arrival,0.79,ns
detailed_routing,diodes,0,
power,cellPowerDensity,466.9,nW/µm²
power,fin_total_pwr,0.0008320,W
floorplanning,chip_area,9604,µm²
run_status,status,"completed",
global_routing,wire_length_of_the_first_global_routing_pass,5340,µm
worst_setup_path,required,0.80,ns
yosys,yosys_cells,48,
floorplanning,rows,28,
layout,numSequentialCells,0,
yosys,leading_cell_types_by_total_area_after_synthesis,"sky130_fd_sc_hd__xor3_1 (70%), sky130_fd_sc_hd__maj3_1 (30%)",
worst_setup_path,setup.worst_path.end_class,"primary output",
placed_design,hpwlAfterDp,3363,µm
floorplanning,floorplanUtilization,0.1369,
yosys,simple_gate_area_frac,0,
sta,period_needed,0.9919,ns
yosys,yosys.area_share.xor_xnor,0.7037,
sta,post-route-worst-setup-slack,0.008098,ns
yosys,synth.avg_cell_area,16.89,µm²
power,p_leak,0.9961,nW
yosys,synth.area.mux_share,0,
yosys,top_area_cell,"sky130_fd_sc_hd__xor3_1",
floorplanning,die_width,98,µm
sta,rsz0062_at_grt,"true",
yosys,netlist_area_pre_place,810.8,µm²
sta,slew_headroom,0.9460,
power,power_switching,0.0002004,W
detailed_routing,route.final.wire_length,3545,µm
global_routing,largest_net_degree_at_the_start_of_global_routing,3,
power,power.share.switching,0.2409,
layout,combGateArea,840.8,µm²
power,pwr-share-comb,1.000,
sta,fin_crit_sh,0.9919,
floorplanning,die-height,98,µm
global_routing,global_route.overflow_total,0,
worst_setup_path,crit_path_max_incr_delay,0.40,ns
cells by family after synthesis:
group                    Yosys count
adder cells (fa/ha/maj)           24
XOR/XNOR                          24
final cells by class:
cell class,instances,area share
multi-input cells,48,0.4719
well taps,75,0.05267
repair buffers,121,0.4754
cells in the final DEF (no fill, tap or decap):
master / n
sky130_fd_sc_hd__buf_8: 1
sky130_fd_sc_hd__clkdlybuf4s15_2: 1
sky130_fd_sc_hd__clkbuf_2: 1
sky130_fd_sc_hd__xor3_1: 24
sky130_fd_sc_hd__buf_6: 34
sky130_fd_sc_hd__clkdlybuf4s15_1: 2
sky130_fd_sc_hd__buf_4: 1
sky130_fd_sc_hd__buf_2: 81
sky130_fd_sc_hd__maj3_2: 24
cells in the mapped netlist:
cell type / n
sky130_fd_sc_hd__xor3_1: 24
sky130_fd_sc_hd__maj3_1: 24
stage by stage:
step                      utilization  instances  hold slack, ns
final                          0.3009        244          0.6985
after global routing           0.3009        244          0.7181
after CTS                      0.3018        244          0.7229
after detailed placement       0.3569        244           1.435
after global placement         0.3569        244           1.434
after floorplan                     -         48          0.4862
metal layers:
metal  global-route usage  wire, µm
met5                    0         0
met4             0.005593        35
met1              0.07262      1241
met3              0.02845       390
met2               0.1254      1878
repair_timing:
item                                    in CTS  in global routing
buffers inserted                             0                  1
endpoints found under the setup margin      48                 30
resized                                    474                 25
pin swaps                                   34                 21
worst paths after layout:
kind / from / to / slack [ns] / cells past startpoint
setup / recovery: IN_1[2] / S[2] / 0.008 / 3
hold / removal: IN_3[23] / S[23] / 0.70 / 3
tightest hold or removal path: cells and delay by family:
family    cells  cell delay (ns)
buf+inv       2             0.17
xor+xnor      1             0.13
power by group through the flow:
stage | registers [W] | clock network [W] | logic, W
after CTS | 0 | 0 | 0.000851
after global routing | 0 | 0 | 0.000912
final | 0 | 0 | 0.000832
Power figures rest on the tool's default switching activity, not on a simulated workload.
